**flow/config.mk**
```make
export PLATFORM = sky130hd
export DESIGN_NAME = alu
export DESIGN_NICKNAME = alu
export VERILOG_FILES = /design/flow/design.v
export SDC_FILE = /design/flow/constraint.sdc
export NUM_CORES = 4
export LEC_CHECK = 1
export CORE_AREA = 10 10 88 88
export DIE_AREA = 0 0 98 98
```
**flow/constraint.sdc**
```tcl
current_design alu

set clk_period 9.6
set clk_io_pct 0.2

create_clock -name clk0 -period $clk_period

set non_clock_inputs [all_inputs -no_clocks]
set_input_delay [expr $clk_period * $clk_io_pct] -clock clk0 $non_clock_inputs
set_output_delay [expr $clk_period * $clk_io_pct] -clock clk0 [all_outputs]
```
**flow/design.v**
```verilog
module alu 
(
    input  wire [7:0] a,
    input  wire [7:0] b,
    input  wire [2:0] sel,
    output reg  [7:0] out,
    output wire zero,
    output reg  carry
);
always @(*) 
begin
    carry = 0;   
    if (sel == 3'b000)
        out <= a & b;
    else if (sel == 3'b001)
        out <= a | b;
    else if (sel == 3'b010)
        {carry, out} <= a + b;    
    else if (sel == 3'b011)
        out <= a - b;
    else if (sel == 3'b100)
        out <= a ^ b;
    else if (sel == 3'b101)
        out <= ~a;
    else if (sel == 3'b110)
        out <= a >> 1;
    else if (sel == 3'b111)
        out <= a << 1;
end
assign zero = (out == 8'b0);
endmodule
```
**flow/run.sh**
```bash
#!/bin/bash
# OpenROAD 26Q1-2900-gdf79404cd8, Yosys 0.63+post, stock flow scripts
make -C /OpenROAD-flow-scripts/flow DESIGN_CONFIG=/design/flow/config.mk WORK_HOME=/design/flow/orfs finish
```
==> impl_metrics.json <==
{
  "outcome": "finished, final reports clean",
  "syn2layout_area_growth_pct": 23.55,
  "grt_pass1_wl_um": 6989,
  "numSynthFlops": 8,
  "yosys_area_mm2": 0.001573,
  "grt_overflow": 0,
  "grt_max_degree": 39,
  "grt.total_usage": 0.08165,
  "setup_ws_ns": 2.223,
  "reg.largest.list": "out (8)",
  "viasPerCell": 4.843,
  "irDropWorstVdd_mv": 0.01382,
  "yosysTopAreaCellShare": 0.1989,
  "hold_class": "input pin to output port",
  "swShare": 0.5003,
  "p_clk_frac": 0,
  "wirelength_um": 4059,
  "dp_hpwl_um": 3315,
  "top_cells_by_area": "ha_1 20%, dlxtn_1 7.6%, inv_1 6.2%",
  "layout.cells.non_filler": 318,
  "layout-drive-gt1-share": 0.04115,
  "numPortBuffers": 29,
  "crit_family": "buffers and inverters",
  "setup-violations-final": 0,
  "worstHoldStart": "b[7]",
  "first_iter_violations": 96,
  "crit_top_cell": "clkdlybuf4s50_1",
  "required_ns": 7.68,
  "synth.avg_cell_area_um2": 7.248,
  "comb_power_share": 0.935,
  "top_area_cell": "ha_1",
  "num_antenna_cells": 0,
  "drtPass1Iterations": 4,
  "worst_ep_arrival_time_ns": 5.46,
  "initCoreUtil": 0.2656,
  "lay_top_count": "clkdlybuf4s50_1",
  "power.density_mw_per_mm2": 45.53,
  "synth_warnings": 1,
  "grt_setup_unrepaired": "false",
  "netlist-cell-type-count": 51,
  "internal-power_mw": 0.04421,
  "core_area_mm2": 0.005921,
  "syn_inst": 217,
  "vias": 1540,
  "dieWidth_um": 98,
  "end_kind": "output port",
  "cts_resized": 0,
  "p_sw_mw": 0.04426,
  "min_delay_path_depth": 5,
  "p_leak_nw": 0.8870,
  "top_register": "out",
  "num_io_pins": 29,
  "ant_nets": 0,
  "netlist_area_mm2": 0.001573,
  "gp_congestion": 0.8678,
  "antenna_found_initial": 0,
  "first_global_vias": 1507,
  "path_class": "input pin to output port",
  "warning_count": 49,
  "finalClockPeriodUsage": 0.7684,
  "path_max_fanout": 4,
  "crit_chain": "clkdlybuf4s50_1, ha_1, inv_1, fa_1, nor2b_1, o21ai_1, a21oi_1, nor4b_1, o31a_1, dlxtn_1, or4_1, nor2_1, clkdlybuf4s50_1",
  "largest_reg_flops": 8,
  "finalHoldViolCount": 0,
  "period_minus_slack_ns": 7.377,
  "fin_tns_setup_ns": 0,
  "cap_violations": 0,
  "final_cell_mix": "29 x clkdlybuf4s50_1, 26 x inv_1, 25 x ha_1, 18 x nand2_1",
  "cts_setup_buffers": 0,
  "nFillCells": 637,
  "dp_slack_ns": 2.225,
  "worst_setup_path_start_kind": "input pin",
  "fp-row-count": 28,
  "remaining_drc_errors": 0,
  "die.size.y_um": 98,
  "pwr-share-seq": 0.065,
  "postCtsHoldBufs": 0,
  "yosys_cells": 217,
  "cp_slowest_cell": "clkdlybuf4s50_1",
  "untimed_endpoints": 8,
  "whs_endpoint": "carry",
  "critical-path-max-stage-delay_ns": 0.52,
  "dp_cells": 318,
  "fmax_mhz": 135.6,
  "worst-path-buf-inv": 3,
  "wl_per_cell_um": 12.76,
  "drv_slew": 0,
  "dieArea_mm2": 0.009604,
  "unclocked_regs": 8
}
==> synth_stat cells, drive strengths merged <==
library cell	count
inv	28
ha	25
o21ai	19
nand2	18
nor2	14
a21oi	13
buf	9
dlxtn	8
a211oi	5
mux2i	5
nor3	5
and3	4
clkbuf	4
mux4	4
nand3	4
nor4	4
o211ai	4
o21a	4
o31ai	4
a21o	3
nor2b	3
a21boi	2
a32oi	2
fa	2
nor3b	2
o21ba	2
or3	2
or4	2
a2111o	1
a21bo	1
a221o	1
a22o	1
a22oi	1
a31oi	1
a32o	1
conb	1
nand3b	1
nor4b	1
o2111a	1
o21bai	1
o221ai	1
o22a	1
o31a	1
xnor2	1
==> power by group through the flow <==
stage | Sequential [mW] | Clock [mW] | Combinational, mW
5_1_grt | 0.00602 | 0 | 0.0938
6_report | 0.00572 | 0 | 0.0827
4_1_cts | 0.00579 | 0 | 0.0835
==> metal layers <==
layer  vias up  wire [µm]  track usage
met2        37       1988       0.1411
li1        818          -            -
met4         0          0     0.001119
met1       685       1814       0.1102
met5         -          0            0
met3         0        257      0.01351
==> cell type report <==
type	instances	area [µm²]	share of cell area
inverters	28	105.1	0.05409
multi-input cells	175	1311	0.6748
flip-flops and latches	8	120.1	0.06182
well taps	75	93.84	0.04829
repair buffers	32	312.8	0.1610
==> metrics by stage <==
| stage | utilization | hold slack, ns | total power [mW] | area [µm²] |
|---|---|---|---|---|
| finish | 0.3282 | 5.037 | 0.08847 | 1943 |
| global route | 0.3282 | 5.155 | 0.09981 | 1943 |
| CTS | 0.3282 | 5.055 | 0.08931 | 1943 |
| detailed placement | 0.3282 | 5.055 | 0.08889 | 1943 |
| global placement | 0.3282 | 5.049 | 0.08870 | 1943 |
| floorplan | - | 4.106 | 0.06077 | 1599 |
==> kinds of logic after synthesis <==
family / after synthesis / synth area share
latches: 8 / 0.07637
and+or+nand+nor: 60 / 0.1933
other: 1 / 0.002384
xor gates and xnor gates: 1 / 0.005570
adders and majority gates: 27 / 0.2243
buffers and inverters: 41 / 0.1066
AOI/OAI and AO/OA: 70 / 0.2999
muxes: 9 / 0.09149
==> worst max path at each step <==
stage                 start   end  slack [ns]  cells past startpoint
after CTS              a[0]  zero        2.21                     13
after global routing   a[0]  zero        1.99                     13
final                  b[0]  zero        2.22                     13
Power and IR drop assume default switching activity.
