==> ./design.v <==
module encoder_8to3_loop 
(
    input  wire [7:0] in,
    output reg  [2:0] out
);
integer i;
always @(*) 
begin
    out = 3'b000;   
    for (i = 0; i < 8; i = i + 1) 
    begin
        if (in[i])   
            out = i[2:0];   
    end
end
endmodule
==> ./run.sh <==
#!/bin/bash
# OpenROAD 26Q1-2900-gdf79404cd8, Yosys 0.63+post, stock flow scripts
make -C /OpenROAD-flow-scripts/flow DESIGN_CONFIG=/design/flow/config.mk WORK_HOME=/design/flow/orfs finish
==> ./config.mk <==
export PLATFORM = sky130hd
export DESIGN_NAME = encoder_8to3_loop
export DESIGN_NICKNAME = encoder_8to3_loop
export VERILOG_FILES = /design/flow/design.v
export SDC_FILE = /design/flow/constraint.sdc
export NUM_CORES = 4
export LEC_CHECK = 1
export CORE_AREA = 10 10 70 70
export DIE_AREA = 0 0 80 80
==> ./constraint.sdc <==
current_design encoder_8to3_loop

set clk_period 1.0
set clk_io_pct 0.2

create_clock -name clk0 -period $clk_period

set non_clock_inputs [all_inputs -no_clocks]
set_input_delay [expr $clk_period * $clk_io_pct] -clock clk0 $non_clock_inputs
set_output_delay [expr $clk_period * $clk_io_pct] -clock clk0 [all_outputs]
==> impl_summary.log <==
[flow] final metrics
[metrics] run status: finished clean
[metrics] maximum capacitance violations: 0
[metrics] number of port buffers: 10
[metrics] number of unique standard cell types used by synthesis: 7
[metrics] static leakage power: between 0.00006 and 0.00007 uW
[metrics] ant diodes: 0
[metrics] count of final hold-check violations: 0
[metrics] Post-Place Cells: roughly 66
[metrics] adder and majority cell fraction of the synthesized area: 0%
[metrics] Die Y: roughly 80 um
[metrics] met3 WL post-DR: 54 um
[metrics] # Cells Yosys: 10
[metrics] DIE WIDTH: roughly 80 um
[metrics] # setup viols final: 0
[metrics] Hold Path Class: input pin to primary output
[metrics] ordered cell list for the critical path: buf_2 > nor2_4 > nand2_1 > dlygate4sd2_1
[metrics] startpoint class of the critical path: input pin
[metrics] upper clock frequency limit: 1.09 GHz
[metrics] CP Class: input pin to primary output
[metrics] core area: 3420 sq um
[metrics] die area: around 6400 sq um
[metrics] area share of xor/xnor cells in the synthesized design: 0%
[metrics] stage-log warning count: 33
[metrics] start point of the critical path: in[6]
[metrics] Wirelength per Cell: 5.76 um
[metrics] fin crit share: between 90% and 100%
[metrics] clock buf count: 0
[metrics] Post-Route Utilization: about 5.7%
[metrics] Gate Area: around 60 sq um
[metrics] met1 wire length: 189 um
[metrics] fraction of the yosys area taken by sequential cells: 0%
[metrics] effective utilization at floorplan: 1.32%
[metrics] Yosys Warn Count: 1
[metrics] CP Capture Type: primary output
[metrics] remaining antenna violation count: 0
[metrics] Post-Synthesis Cell Area: ~45 sq um
[metrics] GRT overflow: 0
[metrics] synth top area cells: sky130_fd_sc_hd__a21oi_1 22%, sky130_fd_sc_hd__nand2_1 17%, sky130_fd_sc_hd__nor2_1 17%
[metrics] remaining design rule violation count: 0
[metrics] iteration tally of the first detailed-router pass: 3
[metrics] signed area change from the synthesized netlist to the final layout: 331%
[metrics] highest-delay cell along the critical path: sky130_fd_sc_hd__dlygate4sd2_1
[metrics] peak per-stage delay on the critical path: roughly 0.23 ns
[metrics] measured slew at the worst slew-check pin: 0.194 ns
[metrics] pin count of the biggest net entering global routing: 4
[metrics] detailed router's first-iteration violation count: 1
[metrics] WP data arrival: 0.72 ns
[metrics] worst-case setup slack after placement: -0.651 ns
[metrics] share of synthesized area spent on multiplexers: 0%
[metrics] path length in cells of the critical path: 4
[metrics] cell class contributing the biggest share of worst-path delay: buffers and inverters
[metrics] Max FO, Critical Path: 3
[metrics] leading area contributor after synthesis: sky130_fd_sc_hd__a21oi_1
[metrics] routability-driven placement congestion ratio: 0.760
[metrics] number of top-level pins: 11
[metrics] number of global-route vias before repair: between 100 and 150
[metrics] global-route wire length before repair: 614 um
[metrics] fin crit period: 0.921 ns
[metrics] FF+latch count: 0
[metrics] number of vias in the routed layout: ~120
[metrics] combined buffer and inverter count along the critical path: 2
[metrics] Critical Path Sink: out[2]
[metrics] Dominant comb cell: AND-OR/OR-AND gates
[metrics] power per cell area: approximately 270 nW/um^2
[metrics] post-synthesis area per instance: 4.50 sq um
[metrics] Highest Signal Layer: met3
[metrics] hold bufs inserted after CTS: 0
[metrics] normalized max-slew margin: 87.0%
[metrics] area occupied by registers: 0 sq um
[metrics] simple-gate share of the synthesized area: approximately a third
[metrics] Placement Rows: 21
[metrics] yosys aoi share: around half
[metrics] fraction of synthesized cell area taken by the top area cell type: about 22%
[metrics] number of inserted filler cells in the final layout: roughly 420
[metrics] worst IR drop on VDD: roughly 0.021 mV
[metrics] estimated wirelength of the detail-placed design: between 300 and 400 um
[metrics] GRT Resource Usage Total: about 1.1%
[metrics] layout cells sized above 1: around 70%
[metrics] yosys synthesis chip area: roughly 45 sq um
[metrics] number of vias per cell after detailed routing: roughly 1.8
[metrics] leading cell types by count after synthesis: 2 x sky130_fd_sc_hd__a21oi_1, 2 x sky130_fd_sc_hd__nand2_1, 2 x sky130_fd_sc_hd__nor2_1
[metrics] number of antenna violations at the first check in global routing: 0
[metrics] number of pins with negative max-slew slack in the final report: 0
[metrics] amount of wire on met2 after detailed routing: 147 um
[metrics] Final Power: about 52 uW
[metrics] final cell count without fillers: just under 70
[metrics] Final Worst Setup Slack: 0.0790 ns
[metrics] Post-Synthesis Cells: 10
[metrics] crit path DRT: 0.80 ns
[metrics] total wire length after detailed routing: roughly 400 um
-- final cells by class --
class                           instances  share of cell area, %
Inverter                                2                   3.87
Timing Repair Buffer                   12                   35.5
Multi-Input combinational cell          8                   31.0
Tap cell                               46                   29.7
-- layer usage --
metal	up-vias	global-route usage, %
met3	0	0.455
li1	59	-
met1	55	1.65
met4	0	0
met2	8	1.61
met5	-	0
-- timing repair --
action                     4_1_cts  5_1_grt
gates cloned                     0        0
hold endpoints to repair         0        0
setup endpoints to repair        3        3
pin swaps                        4        2
resized                         30       10
setup buffers                    3        0
-- layout by cell type, fill, tap and decap left out --
cell	synthesis	final
sky130_fd_sc_hd__buf_4	0	2
sky130_fd_sc_hd__nor2_4	0	2
sky130_fd_sc_hd__inv_1	1	1
sky130_fd_sc_hd__o21ai_1	0	1
sky130_fd_sc_hd__a21oi_2	0	2
sky130_fd_sc_hd__dlygate4sd2_1	0	1
sky130_fd_sc_hd__clkinv_1	1	1
sky130_fd_sc_hd__o31ai_1	1	1
sky130_fd_sc_hd__buf_2	0	7
sky130_fd_sc_hd__nand2_1	2	2
sky130_fd_sc_hd__clkbuf_2	0	2
-- metrics by stage --
stage | instance area, sq um | hold slack (ns) | setup TNS [ns]
final | 194 | 0.695 | 0
after global routing | 194 | 0.729 | -0.00170
after CTS | 204 | 0.667 | 0
after detailed placement | 203 | 1.38 | -1.75
after global placement | 203 | 1.37 | -1.71
after floorplan | 45.0 | 0.434 | 0
-- kinds of logic after synthesis --
logic type             count (synthesis)
and+or+nand+nor                        4
AOI/OAI and AO/OA                      4
buffers and inverters                  2
-- how the worst min path moves through the flow --
stage | to | cells after the start | start | slack [ns]
after CTS | out[0] | 3 | in[4] | 0.67
after global routing | out[0] | 3 | in[4] | 0.73
final | out[0] | 3 | in[4] | 0.70
-- power by group --
part / switching, uW / internal (uW)
registers: 0 / 0
logic: 24.1 / 27.6
clock network: 0 / 0
No activity file was given, so power comes from the tool's default toggle rates.
