### flow/design.v
module reg_file_4x8 
(
    input  wire clk,
    input  wire write_en,
    input  wire [1:0] write_addr,
    input  wire [7:0] write_data,
    input  wire [1:0] read_addr1,
    input  wire [1:0] read_addr2,
    output wire [7:0] read_data1,
    output wire [7:0] read_data2
);
    reg [7:0] regs [0:3];
    assign read_data1 = regs[read_addr1];
    assign read_data2 = regs[read_addr2];
    always @(posedge clk) 
    begin
        if (write_en)
            regs[write_addr] <= write_data;
    end
endmodule
### flow/run.sh
#!/bin/bash
# OpenROAD 26Q1-2900-gdf79404cd8, Yosys 0.63+post, stock flow scripts
make -C /OpenROAD-flow-scripts/flow DESIGN_CONFIG=/design/flow/config.mk WORK_HOME=/design/flow/orfs finish
### flow/config.mk
export PLATFORM = sky130hd
export DESIGN_NAME = reg_file_4x8
export DESIGN_NICKNAME = reg_file_4x8
export VERILOG_FILES = /design/flow/design.v
export SDC_FILE = /design/flow/constraint.sdc
export NUM_CORES = 4
export LEC_CHECK = 1
export CORE_UTILIZATION = 30
### flow/constraint.sdc
current_design reg_file_4x8

set clk_period 2.7
set clk_io_pct 0.2

create_clock -name clk0 -period $clk_period [get_ports {clk}]

set non_clock_inputs [all_inputs -no_clocks]
set_input_delay [expr $clk_period * $clk_io_pct] -clock clk0 $non_clock_inputs
set_output_delay [expr $clk_period * $clk_io_pct] -clock clk0 [all_outputs]
==> results.ini <==
[floorplan]
coreArea_um2 = 4380
die-height_um = 69.9
num_rows = 24
dieArea_um2 = 4890
chipWidth_um = 69.9
io_pins = 32
fp_util = 0.316

[grt]
grt_max_degree = 10
grtUsageTotal = 0.120
grt_pass1_wl_um = 4120
antenna_found_initial = 0
grt_pass1_vias = 835
gr-total-overflow = 0

[sta]
finalClockPeriodUsage = 0.914
relSlewSlack = 0.685
setup_viol = 0
max_freq_ghz = 0.405
final_hold_viol_count = 0
drv_slew = 0
rsz0062_at_grt = no
worstMarginPinSlew_ns = 0.473
period_needed_ns = 2.47
fin_setup_tns_ns = 0

[critical_path]
max_stage_delay_ns = 0.46
critPathSlowestCell = clkdlybuf4s50_1
timing.critical_path.buf_inv = 3
end_kind = output pin
path_cells = clkdlybuf4s50_1, buf_4, mux4_2, clkdlybuf4s50_1
cp_common_cell = clkdlybuf4s50_1
crit_start = read_addr2[1]
cp.depth = 4
arrival_ns = 1.93
critical-path-top-delay-family = buffers and inverters
critPathLaunchType = input pin
endpoint = read_data2[5]
criticalPathCategory = input pin to output pin
crit_fanout = 8
cp.required_ns = 2.16

[cts]
clock-sinks = 32
cts-root-buf = clkbuf_8
cts_max_path_buffers = 2
tritoncts = built
cts_made_buffers = 5
clk_pin_slew_ns = 0.06
cts_htree_levels = 2
cts_post_setup_buffers_inserted = 0

[pwr]
total_power_uw = 1050
p_leak_uw = 0.000636
p_per_area_nw_per_um2 = 558
peakVddDrop_mv = 0.320

[cells_and_area]
reg_top3 = regs: 32 flops
drive_gt1_frac = 0.284
regMostFlops = regs
fin_area_um2 = 1890
post-route-util = 0.430
largest_reg_flops = 32
area_delta_synth_final_pct = 36.1

[drt]
detail-route-antenna-nets = 0
diodes = 0
routed_wl_um = 2530
wl_per_cell_um = 17.2
dr.pass1.iters = 3
drc = 0
avgViaCountPerCell = 4.93
num_vias = 725
drt_iter0_drc = 16

[synthesis]
numSynthFlops = 32
yosysChipArea_um2 = 1390
ys_types = 7
top_cell_area_share = 0.694
ys_cells = 56
synth_cells = 56
ys_seq_frac = 0.694
top_area_cell = edfxtp_1
ys_warn_count = 1
synth.area.top_cells = edfxtp_1 (69%), mux4_2 (26%), buf_6 (1.6%), and3b_1 (1.3%), clkbuf_2 (0.72%)
netlist_area_um2 = 1390
syn_area_per_cell_um2 = 24.7

[placed_design]
placement.cell_area_um2 = 1800
portBuffers = 31
place.gp.congestion = 0.729

[hold_path]
hold_class = input pin to flop

[outcome]
status = completed

[job]
drv_cap = 0
openroad.warnings = 25

==> power breakdown <==
| part | total [uW] | switching [uW] | internal, uW |
|---|---|---|---|
| combinational | 142 | 40.0 | 102 |
| sequential | 583 | 9.27 | 574 |
| clock | 328 | 154 | 175 |
==> repair_timing <==
action,CTS,global route
resized,0,2
setup endpoints to repair,0,11
hold buffers,0,0
==> Yosys cell counts, drive strengths merged <==
cell	count
edfxtp	32
mux4	16
and3b	2
buf	2
clkbuf	2
and3	1
nor3b	1
==> cell type report <==
class / instances / area [um2]
fill: 385 / 2500
sequential: 32 / 961
multi-input combinational: 20 / 392
timing repair buffer: 36 / 390
clock buffer: 6 / 72.6
tap: 52 / 65.1
clock inverter: 1 / 5.00
==> metrics by stage <==
step                      setup slack [ns]  hold slack (ns)  instances
after floorplan                       1.03            0.639         56
after global routing                 0.184            0.918        147
after detailed placement            0.0167             1.19        140
after CTS                          0.00358            0.902        147
after global placement              0.0104             1.17        140
final                                0.232            0.905        147
==> cell families after synthesis <==
kind of cell  count (synthesis)  synth area share
mux                          16             0.260
simple gates                  4            0.0226
buf+inv                       4            0.0235
flops                        32             0.694
==> per-layer routing <==
metal,GRT usage,wire [um]
met1,0.177,989
met2,0.178,1280
met3,0.0599,237
met4,0.0178,24
met5,0,0
==> placed cells by master, fill, tap and decap left out, drive strengths merged <==
| cell type | instances |
|---|---|
| buf | 5 |
| clkdlybuf4s50 | 29 |
| and3b | 2 |
| mux4 | 16 |
| edfxtp | 32 |
| clkbuf | 6 |
| clkinv | 1 |
| and3 | 1 |
| nor3b | 1 |
| dlymetal6s2s | 2 |
==> worst min-delay path by stage <==
| stage | startpoint | depth (start not counted) | to | slack [ns] |
|---|---|---|---|---|
| after CTS | write_data[2] | 1 | regs[0][2] | 0.90 |
| after global routing | write_data[3] | 1 | regs[0][3] | 0.92 |
| final | write_data[2] | 1 | regs[0][2] | 0.91 |
Power figures rest on the tool's default switching activity, not on a simulated workload.
